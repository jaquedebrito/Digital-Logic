--- flow/run.sh ---
#!/bin/bash
# OpenROAD 26Q1-2900-gdf79404cd8, Yosys 0.63+post, stock flow scripts
make -C /OpenROAD-flow-scripts/flow DESIGN_CONFIG=/design/flow/config.mk WORK_HOME=/design/flow/orfs finish
--- flow/config.mk ---
export PLATFORM = sky130hd
export DESIGN_NAME = decodificador_pt2272
export DESIGN_NICKNAME = decodificador_pt2272
export VERILOG_FILES = /design/flow/design.v
export SDC_FILE = /design/flow/constraint.sdc
export NUM_CORES = 4
export LEC_CHECK = 1
export CORE_AREA = 10 10 105 105
export DIE_AREA = 0 0 115 115
--- flow/constraint.sdc ---
current_design decodificador_pt2272

set clk_period 2.5
set clk_io_pct 0.2

create_clock -name clk0 -period $clk_period [get_ports {clk}]

set non_clock_inputs [all_inputs -no_clocks]
set_input_delay [expr $clk_period * $clk_io_pct] -clock clk0 $non_clock_inputs
set_output_delay [expr $clk_period * $clk_io_pct] -clock clk0 [all_outputs]
--- flow/design.v ---
module comp_endereco(
	input [7:0] A, 		 
	output reg [7:0] A_01, 	 
	output reg [7:0] A_F   	 
	);
	integer i;
	always_comb
	begin
		for(i=0; i<8; i=i+1)
		begin
			if(A[i]===1'bz)
			begin
				A_01[i]=1'bx;
				A_F[i] =1'b1;
			end
			else
			begin
				A_01[i]=A[i];
				A_F[i] =1'b0;
			end
		end
	end
endmodule
`timescale 10ns / 1ps
module decodificador_pt2272(
    input logic clk,       
    input logic reset,     
    input logic [7:0] A,   
    input logic cod_i,     
    output logic [3:0] D,  
    output logic dv        
);
    logic [6:0] counter;          
    logic [3:0] bit_counter;      
    logic [6:0] osc_counter;      
    logic osc;                    
    logic [3:0] D_reg;            
    logic [7:0] A_01;             
    logic [7:0] A_F;              
    logic sync_detected;          
    assign D = D_reg;
    assign dv = (bit_counter > 12 && osc_counter == 0 && sync_detected);  
    comp_endereco comp_inst (
        .A(A),       
        .A_01(A_01),  
        .A_F(A_F)    
    );
    always_ff @(posedge clk or posedge reset) begin
        if (reset) begin
            counter <= 0;
            osc <= 0;
        end else begin
            counter <= counter + 1;
            if (counter == 124) begin   
                counter <= 0;
                osc <= ~osc;            
            end
        end
    end
    always_ff @(posedge osc or posedge reset) begin
        if (reset) begin
            osc_counter <= 0;
            bit_counter <= 0;
            sync_detected <= 0;     
        end else begin
            if (osc_counter == 31) begin
                osc_counter <= 0;                
                bit_counter <= bit_counter + 1;  
            end else begin
                osc_counter <= osc_counter + 1;  
            end
            if (bit_counter < 8) begin
                if (A_01[bit_counter] == 1 && A_F[bit_counter] == 0) begin
                    D_reg[bit_counter] <= 1;
                end else if (A_01[bit_counter] == 0 && A_F[bit_counter] == 1) begin
                    D_reg[bit_counter] <= 0;
                end
            end else if (bit_counter < 12) begin
                D_reg[bit_counter - 8] <= cod_i;
            end
            if (bit_counter == 12 && osc_counter == 31) begin
                sync_detected <= 1;
            end else if (bit_counter > 12) begin
                sync_detected <= 0;
            end
            if (sync_detected) begin
                bit_counter <= 0;
                osc_counter <= 0;
            end
        end
    end
endmodule
==> ci_impl_report.md <==
### Yosys + OpenROAD results

| Metric | Value |
|---|---|
| Number of buffer and inverter stages on the critical path | 2 |
| Setup TNS | 0 ns |
| Ratio of final minimum period to clock period | 46.98% |
| Final estimated routing congestion in global placement | 0.7718 |
| Main area contributors after synthesis | dfrtp_1 (35%), ha_1 (8.9%), edfxtp_1 (8.5%) |
| Critical Path Start | reset |
| Crit path DAT | 1.45 ns |
| Outcome | finished, final reports clean |
| Tightest slew margin relative to the limit | 53.61% |
| Signed area change from the synthesized netlist to the final layout | 20.64% |
| Post-synthesis cell area | 1413 um2 |
| Hold Fails Final Rpt | 0 |
| Critical path start-end classification | input port to asynchronous set/reset pin |
| FF-to-FF setup slack | 1.34 ns |
| Cell with the most instances after synthesis | dfrtp_1 |
| Violation count after the first detailed-route iteration | 30 |
| Count of unclocked register or latch pins | 16 |
| Final instance count without filler cells | 261 |
| Initial Utilization | 16.12% |
| Final Hold Slack | 0.4855 ns |
| Reported max-cap violation count | 0 |
| Ys async rst share | 83.33% |
| Vertical extent of the die | 115 um |
| Routed len/inst | 9.943 um |
| Post-synthesis cell count from yosys | 140 |
| Post-route clock skew | 0.0009215 ns |
| Post-cts gate resize count | 0 |
| Clock tree from TritonCTS | done |
| Aggregate global routing overflow | 0 |
| Fmax | 851.4 MHz |
| HPWL after DPL | roughly 2000 um |
| Area share, top type | 35.43% |
| Clock latency at the later pin of the worst-skew pair | 0.22 ns |
| Critical Path Fanout Max | 20 |
| Core region area | 8763 um2 |
| Cell at the slowest stage of the critical path | inv_1 |
| Number of port buffers | 15 |
| Unrepaired setup endpoints after global routing | false |
| Power per unit of standard cell area | 179.5 nW/um2 |
| Root cell of the clock tree | clkbuf_8 |
| Drt pass-1 iters | 4 |
| Vias | 1023 |
| Width of the die | approximately 120 um |
| Syn Inst Count | about 140 |
| Antenna Nets Post-Route | 0 |
| Average instance area after synthesis | 10.09 um2 |
| Transition time of the tightest slew-check pin | 0.6950 ns |
| Tally of OpenROAD warnings | 29 |
| Type of element launching the critical path | input port |
| Number of slew-limit violations in the final report | 0 |
| Number of global-route vias before repair | ~980 |
| Setup violations, final | 0 |
| Overall global routing resource usage | 4.028% |
| Number of filler cells placed in the layout | 961 |
| Maximum clock path buffer count | 2 |
| Reg2reg start | counter[2]$_DFF_PP0_ |
| Dominant flop cell | dfrtp_1 |
| Number of buffers inserted for hold repair after clock tree synthesis | 0 |
| Initial antenna violation count | 0 |
| Sequential-to-total area share from yosys stat | between 40% and 50% |
| Required time worst endpoint | 2.78 ns |
| Number of buffers created by CTS | 3 |
| Global-route wire length before repair | 4505 um |
| Maximum number of pins on one net before global-route repair | 21 |
| Worst IR drop on VDD | between 0.0001 and 0.00015 V |
| Post-synthesis sequential element count | 24 |
| Most frequent cells after synthesis | dfrtp_1 (20), nor2_1 (17), ha_1 (10), inv_1 (10), nand2_1 (10) |
| Leading registers by flop count | counter: 7 flops, osc_counter: 7 flops |
| Critical-path cell list | clkdlybuf4s50_1 -> inv_1 |
| Crit path largest cell delay | 0.52 ns |
| Routed vias/inst | 3.920 |
| Cell count of the worst reg-to-reg path | 3 |
| Distinct lib cells | 38 |
| # Post-CTS Setup Buffers | 0 |
| Number of gates on the worst path with buffers counted | 2 |
| Ratio of cells with drive above 1 in the final layout | 5.882% |
| Count of endpoints without a timing constraint | 25 |
| H-tree depth | 1 |
| Boundary pin count | 16 |
| Floorplan die area | 13230 um2 |
| Crit-path leading delay family | buffers and inverters |
| Number of placed instances, taps included | 258 |
| Aggregate routed wire length | 2595 um |
| Hold/Removal Path Class | register to register |
| Biggest area consumer among synthesized cells | dfrtp_1 |
| Final critical path time including I/O delays and setup | between 1 and 1.5 ns |
| Clock-pin slew reported for the worst setup and hold paths after clock tree synthesis | 0.04 ns |
| Floorplan row count | 34 |
| Static leakage | 0.6900 nW |
| Drc violations | 0 |
| Yosys warning total | 3 |
| Total cell area reported by yosys after synthesis | 1413 um2 |
| Number of synthesized flops with an enable pin | 4 |
| Final antenna diode count | 0 |
| Capturing point of the worst reg2reg path | osc$_DFFE_PP0N_ |
| Sort of element at the end of the critical path | asynchronous set/reset pin |
| Endpoint of the most critical setup path | counter[4]$_DFF_PP0_ |
-- report_power, final --
part	switching [W]	internal (W)	total [W]
Clock	0.0000439	0.000104	0.000148
Sequential	0	0.000131	0.000131
Combinational	0.0000102	0.0000172	0.0000274
Total	0.0000541	0.000252	0.000306
-- placed cells by master, fill, tap and decap left out, types with 3 or more instances in the layout --
master,n
inv_1,10
nand2_1,10
a21oi_1,3
clkdlybuf4s50_1,15
nor2_1,17
ha_1,10
edfxtp_1,4
xor2_1,7
o21ai_0,3
dfrtp_1,20
clkbuf_8,3
nor4_1,3
nor3_1,6
nand3_1,9
xnor2_1,7
-- worst min path at each step --
| stage | startpoint | endpoint | slack (ns) | depth (start not counted) |
|---|---|---|---|---|
| global route | counter[6]$_DFF_PP0_ | counter[6]$_DFF_PP0_ | 0.50 | 1 |
| CTS | counter[6]$_DFF_PP0_ | counter[6]$_DFF_PP0_ | 0.49 | 1 |
| finish | counter[6]$_DFF_PP0_ | counter[6]$_DFF_PP0_ | 0.49 | 1 |
-- cell type report --
type	instances	area [um2]	area share [%]
Inverter	10	37.54	2.203
Sequential cell	24	620.6	36.42
Clock buffer	3	41.29	2.423
Tap cell	108	135.1	7.930
Multi-Input combinational cell	101	719.4	42.22
Timing Repair Buffer	15	150.1	8.811
-- metrics by stage --
| stage | util [%] | power [W] | setup slack (ns) | cell area, um2 |
|---|---|---|---|---|
| finish | 19.45 | 0.0003059 | 1.325 | 1704 |
| global route | 19.45 | 0.0003202 | 1.152 | 1704 |
| CTS | 19.45 | 0.0003095 | 1.258 | 1704 |
| detailed placement | 18.97 | 0.0001606 | 1.028 | 1663 |
| global placement | 18.97 | 0.0001604 | 1.034 | 1663 |
| floorplan | - | 0.0001429 | 1.335 | 1413 |
-- logic make-up (layout without fill, tap and decap cells) --
| family | Yosys count | in the layout | synth area share [%] |
|---|---|---|---|
| AND/OR/NAND/NOR | 61 | 61 | 23.56 |
| adder cells (fa/ha/maj) | 10 | 10 | 8.857 |
| buffers and inverters | 15 | 28 | 5.137 |
| multiplexers | 5 | 5 | 4.694 |
| flip-flops | 24 | 24 | 43.93 |
| AND-OR/OR-AND | 11 | 11 | 5.137 |
| XOR/XNOR | 14 | 14 | 8.680 |
-- layer usage --
layer  part of all wire (%)  GRT usage [%]
met5                      0              0
met4                      0        0.08251
met1                     52          5.552
met3                    6.4          1.582
met2                     41          6.231
No activity file was given, so power comes from the tool's default toggle rates.
