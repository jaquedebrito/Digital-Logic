==> flow/design.v <==
`timescale 10ns / 1ps
module codificador_pt2262 (
    input logic clk,        
    input logic reset,      
    input logic [7:0] A,    
    input logic [0:3] D,    
    output logic sync,      
    output logic cod_o      
);
    logic [6:0] counter;         
    logic [3:0] bit_counter;     
    logic [6:0] osc_counter;     
    logic osc;                   
    logic cod_o_reg;             
    logic [7:0] A_01;          
    logic [7:0] A_F;           
    assign cod_o = cod_o_reg;
    comp_endereco comp_inst (
        .A(A),       
        .A_01(A_01),  
        .A_F(A_F)    
    );
    always_ff @(posedge clk or posedge reset) begin
        if (reset) begin
            counter <= 0;
            osc <= 1;
        end else begin
            counter <= counter + 1;
            if (counter == 124) begin   
                counter <= 0;
                osc <= ~osc;            
            end
        end
    end
    always_ff @(posedge osc or posedge reset) begin
        if (reset) begin
            osc_counter <= 0;           
            bit_counter <= 0;           
            cod_o_reg <= 0;             
            sync <= 0;                  
        end 
        else begin
            if (osc_counter == 31 && bit_counter < 12) begin
                osc_counter <= 0;                    
                bit_counter <= bit_counter + 1;      
            end
            else begin
                osc_counter <= osc_counter + 1;      
            end
            if (bit_counter < 8) begin
                sync <= 0;
                if (A_F[bit_counter] == 0 && A_01[bit_counter] == 0) begin
                    if(osc_counter < 4)
                            cod_o_reg <= 1;
                        else if (osc_counter >3 && osc_counter<16)
                            cod_o_reg <= 0;
                        else if (osc_counter >15 && osc_counter<20)
                            cod_o_reg <= 1;
                        else 
                            cod_o_reg <= 0;
                    end
                else if (A_F[bit_counter] == 0 && A_01[bit_counter] == 1) begin
                    if(osc_counter < 12)
                            cod_o_reg <= 1;
                        else if (osc_counter >11 && osc_counter<16)
                            cod_o_reg <= 0;
                        else if (osc_counter >15 && osc_counter<29)
                            cod_o_reg <= 1;
                        else 
                            cod_o_reg <= 0;
                    end
                else if (A_F[bit_counter] == 1) begin
                    if(osc_counter < 4)
                            cod_o_reg <= 1;
                        else if (osc_counter >3 && osc_counter<16)
                            cod_o_reg <= 0;
                        else if (osc_counter >15 && osc_counter<29)
                            cod_o_reg <= 1;
                        else 
                            cod_o_reg <= 0;
                    end
                end
            else if (bit_counter < 12) begin
                case (D[bit_counter - 8]) 
                        2'b00: begin                    
                            if(osc_counter < 4)
                                cod_o_reg <= 1;
                            else if (osc_counter >3 && osc_counter<16)
                                cod_o_reg <= 0;
                            else if (osc_counter >15 && osc_counter<20)
                                cod_o_reg <= 1;
                            else 
                                cod_o_reg <= 0;
                        end
                        2'b01: begin                    
                            if(osc_counter < 12)
                                cod_o_reg <= 1;
                            else if (osc_counter >11 && osc_counter<16)
                                cod_o_reg <= 0;
                            else if (osc_counter >15 && osc_counter<29)
                                cod_o_reg <= 1;
                            else 
                                cod_o_reg <= 0;
                        end
                endcase
            end
            if (bit_counter >11) begin
                sync <= 1;
                if(bit_counter == 12 && osc_counter <4)
                    cod_o_reg <= 1;   
                else
                cod_o_reg <= 0;
                if (osc_counter == 127) begin
                    osc_counter <= 0;
                    bit_counter <= 0;   
                end
            end
        end
    end
endmodule
module comp_endereco(
	input [7:0] A, 		 
	output reg [7:0] A_01, 	 
	output reg [7:0] A_F   	 
	);
	integer i;
	always_comb
	begin
		for(i=0; i<8; i=i+1)
		begin
			if(A[i]===1'bz)
			begin
				A_01[i]=1'bx;
				A_F[i] =1'b1;
			end
			else
			begin
				A_01[i]=A[i];
				A_F[i] =1'b0;
			end
		end
	end
endmodule
==> flow/run.sh <==
#!/bin/bash
# OpenROAD 26Q1-2900-gdf79404cd8, Yosys 0.63+post, stock flow scripts
make -C /OpenROAD-flow-scripts/flow DESIGN_CONFIG=/design/flow/config.mk WORK_HOME=/design/flow/orfs finish
==> flow/config.mk <==
export PLATFORM = sky130hd
export DESIGN_NAME = codificador_pt2262
export DESIGN_NICKNAME = codificador_pt2262
export VERILOG_FILES = /design/flow/design.v
export SDC_FILE = /design/flow/constraint.sdc
export NUM_CORES = 4
export LEC_CHECK = 1
export CORE_AREA = 10 10 110 110
export DIE_AREA = 0 0 120 120
==> flow/constraint.sdc <==
current_design codificador_pt2262

set clk_period 1.7
set clk_io_pct 0.2

create_clock -name clk0 -period $clk_period [get_ports {clk}]

set non_clock_inputs [all_inputs -no_clocks]
set_input_delay [expr $clk_period * $clk_io_pct] -clock clk0 $non_clock_inputs
set_output_delay [expr $clk_period * $clk_io_pct] -clock clk0 [all_outputs]
==> reports/qor.yml <==
status:
  outcome: "completed"
yosys:
  synth_flop_count: 21
  netlist_area_mm2: 0.00120
  yosysCellCount: 115
  avgSynthCellArea_um2: 10.5
  netlist_instances: 115
  ys_area_mm2: 0.00120
  yosysWarningCount: 3
  post_synth_num_cell_types: 39
  synth_seq_share_pct: 43.8
setup_path:
  path_cells: "and4_1 > and3_1 > xor2_1"
  setup.reg_to_reg.worst_slack_ps: 510
  critical_path.top_delay_family: "simple AND/OR/NAND/NOR gates"
  crit_type: "flip-flop to flip-flop"
  critPathRequiredTime_ps: 1850
  critPathLaunchType: "flip-flop"
  critPathArrivalTime_ps: 1350
  crit_slowest_cell: "sky130_fd_sc_hd__dfrtp_1"
  worstPathMaxFanout: 6
  critPathMaxStageDelay_ps: 410
  crit_buf_inv: 0
  critical_path_end_type: "flip-flop"
global_routing:
  grt_pass1_wl_um: 3800
  grt_pass1_vias: 828
  grt_max_degree: 15
  grt.total_usage_pct: 3.00
  grt_overflow_total: 0
  grt_antenna_before_repair: 0
die:
  floorplan.initialDensity_pct: 12.3
  dieHeight_um: 120
  core_area_mm2: 0.00977
  floorplan.rows: 36
  chipArea_mm2: 0.0144
  design.portCount: 16
  die_width_um: 120
hold_path:
  hp-class: "input pin to async pin"
layout:
  final_layout_size_suffix_gt1_share_pct: 9.92
  fin_util_pct: 14.7
  flop_area_um2: 527
  combined_area_of_the_multi_input_logic_cells_um2: 599
  area_growth_syn_to_layout_pct: 19.8
  layout.cells.most_common_list: "20 x sky130_fd_sc_hd__dfrtp_1, 8 x sky130_fd_sc_hd__nand3_1, 8 x sky130_fd_sc_hd__ha_1"
  layout_top_cell_excl_fill_tap: "sky130_fd_sc_hd__dfrtp_1"
  top_regs: "counter x7, osc_counter x7, bit_counter x4"
  fillerInstances: 1092
routing:
  wl_um: 2040
  route.antenna.remaining_nets: 0
  route.antenna.diode_count: 0
  drt-vias-per-instance: 3.30
  drc: 0
  drtIter0Drc: 32
  first_pass_iters: 4
  via_count: 839
  avgRoutedWirePerCell_um: 8.03
power_and_ir_drop:
  leakage_nw: 0.560
  p_switching_w: 0.0000824
  power_per_cell_area_mw_per_mm2: 311
  power.ir.vdd_worst_mv: 0.555
  gate_power_share_pct: 5.4
  p_int_w: 0.000366
  sw_frac_of_total_pct: 18.4
  power_frac_clock_pct: 52.0
  seq_power_share_pct: 42.7
  power.total_w: 0.000448
sta:
  achievable-frequency_mhz: 837
  maxSlewHeadroom_pct: 75.8
  final_critical_path_setup_slack_ps: 506
  final_tns_setup_ps: 0
  count_of_unclocked_register_or_latch_pins: 13
  hold_slack_ps: 365
  report.final.slew_viol_count: 0
  untimed_endpoints: 15
  finalClockSkew_ps: 0.0862
  least_margin_pin_slew_ps: 359
  finalHoldViolCount: 0
  finalCritPeriodShare_pct: 70.3
  min_period_ps: 1190
  setup_repair_after_global_routing_missed_its_margin: "false"
  setup_viol: 0
cts:
  cts.hold.buffers_added: 0
  cts.htree.levels: 1
  post_cts_sizing_count: 0
  cts_buffer_depth: 2
  clock_pin_slew_worst_setup_and_hold_paths_ps: 40
  cts_tree: "built"
  clock_tree.root_cell: "sky130_fd_sc_hd__clkbuf_8"
  insertion_delay_ps: 220
  post_cts_buffers: 0
  tritoncts.num_buffers: 3
place:
  routabilityCongestion: 0.785
  portBuffers: 7
  dp_worst_setup_slack_ps: 522
  sum_of_net_half_perimeters_after_detailed_placement_um: 1580
flow_run:
  cap_viol_max_count: 0
  openroad.warnings: 37
[area by class of cell]
cell class	instances	share of cell area, %
Multi-Input combinational cell	81	41.6
Clock buffer	4	3.13
Tap cell	133	11.5
Sequential cell	21	36.5
Timing Repair Buffer	8	5.38
Inverter	7	1.82
[final timing paths]
kind / from / end / depth (start not counted)
max: counter[2]$_DFF_PP0_ / osc$_DFFE_PP1N_ / 3
min: reset / counter[2]$_DFF_PP0_ / 2
max reg2reg: counter[2]$_DFF_PP0_ / osc$_DFFE_PP1N_ / 3
min reg2reg: counter[0]$_DFF_PP0_ / counter[0]$_DFF_PP0_ / 1
max in group asynchronous: reset / osc$_DFFE_PP1N_ / 2
min in group clk0: counter[0]$_DFF_PP0_ / counter[0]$_DFF_PP0_ / 1
[power groups by stage]
stage | registers (W) | clock network [W] | logic (W)
6_report | 0.000191 | 0.000233 | 0.0000241
5_1_grt | 0.000191 | 0.000264 | 0.0000274
4_1_cts | 0.000191 | 0.000240 | 0.0000252
[synth_stat cells (all sizes together)]
| cell type | count | area [um^2] |
|---|---|---|
| o21a | 1 | 7.51 |
| mux2i | 3 | 30.0 |
| nand2 | 4 | 15.0 |
| nand3 | 8 | 40.0 |
| and3 | 2 | 13.8 |
| nand4b | 1 | 8.76 |
| nand4 | 1 | 6.26 |
| nor2b | 1 | 6.26 |
| o221ai | 1 | 15.0 |
| xnor2 | 3 | 26.3 |
| inv | 7 | 26.3 |
| a211oi | 3 | 22.5 |
| mux2 | 1 | 11.3 |
| dfrtp | 20 | 500 |
| dfstp | 1 | 26.3 |
| a221oi | 1 | 15.0 |
| o2111ai | 1 | 8.76 |
| a21boi | 1 | 7.51 |
| a22o | 1 | 8.76 |
| or3b | 1 | 8.76 |
| a31oi | 1 | 6.26 |
| a21oi | 5 | 28.8 |
| and4 | 4 | 37.5 |
| or3 | 4 | 30.0 |
| nor2 | 7 | 26.3 |
| o211ai | 1 | 7.51 |
| xor2 | 5 | 43.8 |
| buf | 6 | 51.3 |
| o221a | 1 | 11.3 |
| nor3 | 3 | 15.0 |
| o21ai | 7 | 35.0 |
| nor4 | 1 | 6.26 |
| ha | 8 | 100 |
[metrics by stage]
| step | std cells | cell area [um^2] |
|---|---|---|
| 6_report | 254 | 1440 |
| 5_1_grt | 254 | 1440 |
| 4_1_cts | 254 | 1440 |
| 3_5_place_dp | 250 | 1400 |
| 3_3_place_gp | 250 | 1400 |
| 2_1_floorplan | 115 | 1200 |
[routing by layer]
layer,GRT usage (%),share of wire [%]
met5,0,0
met4,0.0754,0
met3,0.666,3.1
met2,5.06,48
met1,4.06,49
[logic make-up (layout without fill, tap and decap cells)]
group	Yosys count	in the layout	share of synthesized area (%)
flip-flops	21	21	43.8
multiplexers	4	4	3.43
adder cells (fa/ha/maj)	8	8	8.32
AND-OR/OR-AND	24	24	14.4
XOR/XNOR	8	8	5.82
AND/OR/NAND/NOR	37	37	17.8
buffers and inverters	13	19	6.45
